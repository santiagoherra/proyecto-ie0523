**design/flow/config.mk**
```make
export PLATFORM = sky130hd
export DESIGN_NAME = MDIO
export DESIGN_NICKNAME = MDIO
export VERILOG_FILES = /design/flow/design.v
export SDC_FILE = /design/flow/constraint.sdc
export NUM_CORES = 4
export LEC_CHECK = 1
export CORE_UTILIZATION = 30
```
**design/flow/constraint.sdc**
```tcl
current_design MDIO

set clk_period 3.7
set clk_io_pct 0.2

create_clock -name clk0 -period $clk_period [get_ports {clk}]

set non_clock_inputs [all_inputs -no_clocks]
set_input_delay [expr $clk_period * $clk_io_pct] -clock clk0 $non_clock_inputs
set_output_delay [expr $clk_period * $clk_io_pct] -clock clk0 [all_outputs]
```
**design/flow/design.v**
```verilog
module MDIO (
    input clk,
    input reset,
    input MDIO_START,
    input MDIO_IN,
    input [31:0] T_DATA,
    output reg MDC,
    output reg MDIO_OUT,
    output reg MDIO_OE,
    output reg [15:0] RD_DATA,
    output reg DATA_RDY,
    output [5:0] counter
);
reg [5:0] count;   
reg [1:0] state;   
reg [1:0] verify;   
localparam IDLE = 0,   
            WRITE = 1,   
            READ = 2;   
always @(posedge clk) begin
    if(!reset) begin
        MDC <= 0;
        MDIO_OUT <= 0;
        MDIO_OE <= 0;
        RD_DATA <= 0;
        DATA_RDY <= 0;
        count <= 0;
        state <= 0;
        verify <= 2'b01;
    end
    else begin 
        MDC <= ~MDC;   
        case(state)
            IDLE : begin
                if(MDIO_START) begin                    
                    count <= 6'd32;  
                    DATA_RDY <= 0;   
                    if(T_DATA [31:30] == verify) begin   
                        if (T_DATA [29:28] == verify) begin   
                            state <= WRITE;
                        end else if(T_DATA [29:28] == (verify + 2'b01)) begin   
                            state <= READ;
                        end
                    end
                end
            end
            WRITE : begin
                if(count > 0) begin
                    MDIO_OE <= 1;
                    MDIO_OUT <= T_DATA[count-1]; 
                    count <= count -1;
                end else begin
                    MDIO_OUT <= 0;
                    MDIO_OE <= 0;  
                    state <= IDLE;
                end
            end
            READ : begin
                if(count > 0) begin
                    MDIO_OE <= 1;
                    if(count < 16) begin  
                        MDIO_OE <= 0;
                        RD_DATA <= {RD_DATA[14:0], MDIO_IN};  
                        count <= count -1;  
                    end else begin
                        count <= count -1;
                    end
                end else begin
                    DATA_RDY <= 1;   
                    RD_DATA <= 0;
                    state <= IDLE;
                end
            end
            default: state <= IDLE;
        endcase
    end
end
assign counter = count;   
endmodule
```
**design/flow/run.sh**
```bash
#!/bin/bash
# OpenROAD 26Q1-2900-gdf79404cd8, Yosys 0.63+post, stock flow scripts
make -C /OpenROAD-flow-scripts/flow DESIGN_CONFIG=/design/flow/config.mk WORK_HOME=/design/flow/orfs finish
```
==> ci_impl_report.md <==
## Synthesis and layout report

| Metric | Value |
|---|---|
| Clock transition at path regs | 60 ps |
| Die X | approximately 74 µm |
| Crit-path max FO | 13 |
| Clk sinks | 29 |
| Tot GR Track Use | between 10% and 20% |
| Syn Inst Count | between 150 and 200 |
| Commonest Layout Cell | clkdlybuf4s50_1 |
| Yosys stat area | ~1600 µm² |
| Slew @ Worst Pin | 594 ps |
| Hold Buf Count CTS | 0 |
| Area share of the largest cell type after synthesis | about 37% |
| Slew Limit Fails | 0 |
| Worst EP required | between 3000 and 4000 ps |
| H-tree depth | 2 |
| Vias/cell | 4.72 |
| GP Congestion | 0.797 |
| Logic area | 892 µm² |
| Clock Path Buffers | 2 |
| Setup total negative slack | 0 ps |
| Yosys cell count | around 150 |
| Log Warnings | 25 |
| Die Size | 5490 µm² |
| HP Class | reg -> reg |
| Pin count of the biggest net entering global routing | 31 |
| Clock Power Share | 40.8% |
| RSZ-0062 raised after global routing | false |
| Cts bufs inserted | 5 |
| Average size of a mapped cell | 10.2 µm² |
| Post-synthesis cell type count | 37 |
| Main area contributors | dfxtp_1, nor2b_1, a22oi_1 |
| Seq. cell area | around 580 µm² |
| Switching Fraction | roughly 22% |
| Synth area leader | dfxtp_1 |
| TritonCTS clock tree | built |
| CTS root buf | clkbuf_8 |
| Internal power | 0.547 mW |
| Max cap viols | 0 |
| Layout cells sized above 1 | 7.48% |
| Asr flop ratio synth | 0% |
| Drt drc | 0 |
| Post-layout period usage | about 71% |
| 1st-iter DRT viols | approximately 87 |
| Placeable core area | 4850 µm² |
| PostCTS Resize Cnt | 0 |
| Fin worst setup slack | 1080 ps |
| Switching pwr | 0.157 mW |
| CP endpoint kind | register |
| Syn-to-layout area delta | 47.4% |
| DP Worst Slack | 1080 ps |
| Avg WL per Cell | 12.4 µm |
| Post-synth regs | 29 |
| Worst Skew | approximately 3.7 ps |
| Drt total wl | 3470 µm |
| Vias in the first global route | between 1000 and 1500 |
| Filler cell count in the final layout | 457 |
| Setup repair bufs after CTS | 0 |
| Clk ins delay skew pair | 280 ps |
| Min cycle time layout | 2620 ps |
| Fp_density | 32.2% |
| Status | completed |
| VDD IR max | approximately 0.19 mV |
| Combinational share of power | 13.8% |
| Crit Path Class | reg -> reg |
| First-pass GRT wire length | 5930 µm |
| Gr ovfl total | 0 |
| Most frequent cells in the layout | clkdlybuf4s50_1, dfxtp_1, nor2b_1 |
| # rows | 25 |
| DR pass1 iterations | 4 |
| Post-synth seq share | a little under two fifths |
| # port buffers | 61 |
| Initial antenna violation count | 0 |
| Num ports | 62 |
| Most used DFF post-synth | dfxtp_1 |
| ANT nets after route | 0 |
| Fin. Hold Viols | 0 |
| Critical Path AT | 2790 ps |
| N_diodes | 0 |
| Register share of total power | 45.5% |
| DR vias | between 1000 and 1500 |
| CP Launch Type | register |
| Die Ht | 74.1 µm |
| Final setup fails | 0 |
| Post-synth EDFFs | 0 |
| Synth warn | 1 |
| Mapped cell area | 1560 µm² |
| Leak | 0.760 nW |
| Hpwl dp | around 2500 µm |
| Worst slew margin | between 60 and 70% |
| Peak Freq | around 380 MHz |
| Pwr/cell area | just over 300 nW/µm² |
-- path summary, 6_finish.rpt --
| kind | start | endpoint | slack (ps) | depth (start not counted) |
|---|---|---|---|---|
| worst max-delay path | count[0]$_SDFFE_PN0P_ | MDIO_OUT$_SDFFE_PN0P_ | 1080 | 7 |
| worst min-delay path | MDC$_SDFF_PN0_ | MDC$_SDFF_PN0_ | 420 | 1 |
| worst max register to register | count[0]$_SDFFE_PN0P_ | MDIO_OUT$_SDFFE_PN0P_ | 1080 | 7 |
| worst min register to register | MDC$_SDFF_PN0_ | MDC$_SDFF_PN0_ | 420 | 1 |
-- power groups by stage --
stage / Clock [mW] / Combinational, mW / Sequential (mW)
6_report: 0.287 / 0.0968 / 0.320
5_1_grt: 0.306 / 0.106 / 0.321
4_1_cts: 0.295 / 0.0979 / 0.320
-- per-stage QoR --
stage                     util, %  power (mW)  hold slack (ps)  instances  cell area (µm²)
after floorplan                 -       0.374              367        153             1560
after global placement       45.3       0.425              406        273             2200
after detailed placement     45.3       0.424              409        273             2200
after CTS                    47.4       0.713              423        281             2300
after global routing         47.4       0.732              430        281             2300
final                        47.4       0.704              422        281             2300
-- critical path, stage by stage, from the launching register on --
cell and delay (ps):
dfxtp_1 540, inv_1 160, ha_1 660, mux4_2 370, nor2b_1 130, a2111oi_0 400
a311o_1 190, o21ai_2 50
-- synthesized netlist by cell type, types with 3 or more instances --
master / number
xor2_1: 3
mux2i_1: 9
nor3b_1: 3
clkbuf_1: 5
dfxtp_1: 29
nor3_1: 5
nand2_1: 3
a21oi_1: 3
inv_1: 4
nor2_1: 7
a311o_1: 3
nand3b_1: 3
nor2b_1: 24
mux4_1: 4
xnor2_1: 3
a22oi_1: 16
-- per-layer routing --
metal	GRT usage, %	part of all wire (%)	up-vias
met5	0	0	-
met4	1.50	0.98	0
met3	3.16	5.3	7
met2	21.7	43	36
met1	21.2	51	589
li1	-	-	693
-- kinds of logic (layout without fill, tap and decap cells) --
group                    Yosys count  after routing  share of synthesized area, %
adder cells (fa/ha/maj)            1              1                         0.802
AND/OR/NAND/NOR                   50             50                          18.8
buffers and inverters             14             75                          5.54
multiplexers                      15             15                          15.4
flip-flops                        29             29                          37.2
XOR/XNOR                           6              6                          3.37
AND-OR/OR-AND                     38             38                          18.9
-- area by class of cell --
class                   count  area share [%]
well taps                  67            3.65
clock buffers               7            4.19
flip-flops and latches     29            25.3
multi-input cells         110            38.8
inverters                   4           0.653
repair buffers             63            27.2
clock inverters             1           0.218
-- sequential cells by signal (all words and copies together) (netlist names) --
register,flops
MDIO_OUT,1
RD_DATA,16
count,6
MDC,1
MDIO_OE,1
DATA_RDY,1
state,3
Power and IR drop assume default switching activity.
